### design/flow/config.mk
export PLATFORM = sky130hd
export DESIGN_NAME = display
export DESIGN_NICKNAME = display
export VERILOG_FILES = /design/flow/design.v
export SDC_FILE = /design/flow/constraint.sdc
export NUM_CORES = 4
export LEC_CHECK = 1
export CORE_AREA = 10 10 70 70
export DIE_AREA = 0 0 80 80
### design/flow/constraint.sdc
current_design display

set clk_period 1.9
set clk_io_pct 0.2

create_clock -name clk0 -period $clk_period [get_ports {CLK}]

set non_clock_inputs [all_inputs -no_clocks]
set_input_delay [expr $clk_period * $clk_io_pct] -clock clk0 $non_clock_inputs
set_output_delay [expr $clk_period * $clk_io_pct] -clock clk0 [all_outputs]
### design/flow/design.v
`timescale 1ns / 1ps
module decode(
    input [3:0] data,  
    output [7:0] segL, segR  
    );
    wire [7:0] n [9:0];  
    assign n[0] = 8'b11111100;
    assign n[1] = 8'b01100000;
    assign n[2] = 8'b11011010;
    assign n[3] = 8'b11110010;
    assign n[4] = 8'b01100110;
    assign n[5] = 8'b10110110;
    assign n[6] = 8'b10111110;
    assign n[7] = 8'b11100000;
    assign n[8] = 8'b11111110;
    assign n[9] = 8'b11110110;
    assign segL = n[data];
    assign segR = n[data];
endmodule
`timescale 1ns / 1ps
module display(
    input CLK,
    input [23:0] data,  
    output [5:0] pos,  
    output [7:0] segL, segR  
    );
    wire [3:0] temp;
    seg_scan SS(CLK, data, pos, temp);
    decode DEC(temp, segL, segR);
endmodule
`timescale 1ns / 1ps
module seg_scan(
    input CLK,
    input [23:0] data,  
    output reg [5:0] pos,    
    output reg [3:0] seg_data  
    );
    reg [2:0] counter = 0;
    always @(posedge CLK) begin
        counter <= counter + 1;
        if (counter >= 5) begin
            counter <= 0;
        end
        case (counter)
            3'b000 : begin seg_data = data[3:0]; pos = 6'b000001; end
            3'b001 : begin seg_data = data[7:4]; pos = 6'b000010; end
            3'b010 : begin seg_data = data[11:8]; pos = 6'b000100; end
            3'b011 : begin seg_data = data[15:12]; pos = 6'b001000; end
            3'b100 : begin seg_data = data[19:16]; pos = 6'b010000; end
            default : begin seg_data = data[23:20]; pos = 6'b100000; end
        endcase
     end
endmodule
### design/flow/run.sh
#!/bin/bash
# OpenROAD 26Q1-2900-gdf79404cd8, Yosys 0.63+post, stock flow scripts
make -C /OpenROAD-flow-scripts/flow DESIGN_CONFIG=/design/flow/config.mk WORK_HOME=/design/flow/orfs finish
==> results.yml <==
# physical design summary
min_path:
  hp-class: "reg -> reg"
  hold_path_startpoint: "SS.counter[0]"
clock_network:
  tritoncts: "yes"
  ctsHoldBuffers: 0
  cts.sinks: 13
  worstSkewPairLatency_ns: 0.27
  clockBufferDepth: 2
  clkTransAtPathRegs_ns: 0.08
  tritoncts.num_buffers: 3
  ctsHtreeMaxLevel: 1
  root_buffer: "sky130_fd_sc_hd__clkbuf_4"
global_route:
  grt_pass1_wl_mm: 3.33
  first_global_vias: 728
  grt_util_all_layers_pct: 6.51
  antenna_found_initial: 0
  grt_start_max_net_pins: 12
  grt.overflow.total: 0
setup_path:
  rr_endpoint: "SS.seg_data[1]"
  path_max_fanout: 5
  timing.critical_path.depth: 3
  worst-r2r-cell-count: 5
  crit_buf_inv: 2
  critical_path.endpoint: "segR[5]"
  worst-setup-path-type: "reg -> out"
  worstPathCellList: "buf_4, or4_4, clkdlybuf4s15_1"
  cp-startpoint: "SS.seg_data[2]"
  timing.critical_path.slowest_cell_delay_ns: 0.51
  timing.critical_path.max_delay_family: "simple AND/OR/NAND/NOR gates"
  critical_path.reg2reg.startpoint: "SS.counter[0]"
  crit_arrival_ns: 1.48
  cp-start-kind: "flop"
  cpMaxStageDelayCell: "sky130_fd_sc_hd__or4_4"
  rrSetupSlack_ns: 0.20
  crit_required_ns: 1.52
  end_kind: "output pin"
timing:
  post-route-min-period_ns: 1.86
  rsz0062_at_grt: "true"
  post-route-period-util_pct: 97.6
  max_freq_mhz: 539
  setup_viol_count_final: 0
  timing.final.max_slew_violations: 0
  fin_worst_skew_ns: 0.00405
  final-hold-violation-count: 0
power:
  finalPower_uw: 487
  p_int_uw: 392
  leakage_nw: 0.547
  vdd.ir_drop.worst_v: 0.000124
  power_switching_share_pct: 19.5
  powerDensity_nw_per_um2: 364
  combPwrFrac_pct: 11.2
  switchingPower_uw: 94.9
  seqPwrFrac_pct: 54.7
  p_clk_share_pct: 34.1
floorplan:
  core_area_um2: 3420
  die-width_um: 80
  num_rows: 21
  pin_count: 47
  die_h_um: 80
  core_util_floorplan_pct: 23.2
  die_area_um2: 6400
cells_and_area:
  filler_cell_count: 343
  area_growth_syn_to_layout_pct: 68.8
  layout-drive-gt1-share_pct: 18.1
  regArea_um2: 275
  comb_area_um2: 447
  layout.cell_area.non_filler_um2: 1340
job:
  log.warning_count: 30
  maxCapViolations: 0
detailed_routing:
  drt_pass1_iterations: 6
  detail_route.wirelength_mm: 2.39
  detailroute.via_count: 783
  dr.first_iter.drc_count: 33
  drcViolationCount: 0
  antenna_left: 0
  routedWlPerCell_um: 13.0
  avgViaCountPerCell: 4.26
  antenna_cells: 0
yosys:
  synth.yosys.chip_area_um2: 793
  syn-instance-count: 96
  yosys.stat.seqShare_pct: 32.8
  syn_avg_cell_area_um2: 8.26
  netlist-cell-type-count: 25
  postSynthRegisterBits: 13
  synthesis.area_um2: 793
  synthesis.yosys.warnings: 2
  synth_stat.cells: 96
place:
  globalplace.congestion: 0.772
  placed_cell_areas_um2: 1200
  io_buffer_count: 44
  post-dp-hpwl_mm: 1.88
run_status:
  run_status: "complete, no violations"
[routing by layer]
metal | vias up | share of wire, % | global-route usage (%)
met2 | 32 | 49 | 11.5
met4 | 0 | 1.2 | 1.06
met1 | 349 | 38 | 6.73
li1 | 398 | - | -
met3 | 4 | 12 | 3.52
met5 | - | 0 | 0
[worst register-to-register path: stages, from the launching register on]
cell                      delay (ns)
sky130_fd_sc_hd__dfxtp_1        0.38
sky130_fd_sc_hd__inv_1          0.08
sky130_fd_sc_hd__ha_1           0.27
sky130_fd_sc_hd__or3_1          0.41
sky130_fd_sc_hd__o21ai_0        0.29
sky130_fd_sc_hd__a21oi_1        0.13
[power by group through the flow]
stage	clock (mW)	sequential, mW	combinational [mW]
after CTS	0.174	0.266	0.0552
after global routing	0.187	0.266	0.0583
final	0.166	0.266	0.0547
[registers in the layout, summed over array words and instances (netlist names)]
signal and flops:
SS.pos 6, SS.seg_data 4, SS.counter 3
[cell type report]
type                       instances  area share [%]
inverter                           6            1.68
timing repair buffer              51            38.1
clock buffer                       4            1.96
sequential                        13            20.6
multi-input combinational         64            33.4
tap                               46            4.30
[timing repair]
item,in CTS,in global routing
setup endpoints to repair,14,9
setup buffers,1,5
resized,15,19
pin swaps,1,2
hold endpoints to repair,0,0
[kinds of logic (layout without fill, tap and decap cells)]
logic type / after synthesis / in the layout / share of synthesized area [%]
fa+ha+maj: 6 / 6 / 9.15
xor+xnor: 3 / 3 / 3.31
buf+inv: 20 / 61 / 16.1
flops: 13 / 13 / 32.8
compound gates: 24 / 24 / 18.0
simple gates: 29 / 29 / 20.2
other cells: 1 / 2 / 0.473
[synth_stat cells]
cell | count | area, um2
sky130_fd_sc_hd__nor2_1 | 10 | 37.5
sky130_fd_sc_hd__nor2b_1 | 3 | 18.8
sky130_fd_sc_hd__inv_1 | 6 | 22.5
sky130_fd_sc_hd__or4_1 | 1 | 7.51
sky130_fd_sc_hd__xnor2_1 | 3 | 26.3
sky130_fd_sc_hd__buf_4 | 9 | 67.6
sky130_fd_sc_hd__a222oi_1 | 4 | 40.0
sky130_fd_sc_hd__or3_1 | 3 | 18.8
sky130_fd_sc_hd__a21oi_1 | 10 | 50.1
sky130_fd_sc_hd__clkbuf_2 | 1 | 5.00
sky130_fd_sc_hd__o21bai_1 | 1 | 7.51
sky130_fd_sc_hd__conb_1 | 1 | 3.75
sky130_fd_sc_hd__nor3_1 | 1 | 5.00
sky130_fd_sc_hd__o21ai_0 | 8 | 40.0
sky130_fd_sc_hd__nor2b_2 | 1 | 8.76
sky130_fd_sc_hd__and2_4 | 1 | 8.76
sky130_fd_sc_hd__nand2b_1 | 2 | 12.5
sky130_fd_sc_hd__o21ai_1 | 1 | 5.00
sky130_fd_sc_hd__ha_1 | 5 | 62.6
sky130_fd_sc_hd__dfxtp_1 | 13 | 260
sky130_fd_sc_hd__nand3_1 | 1 | 5.00
sky130_fd_sc_hd__maj3_1 | 1 | 10.0
sky130_fd_sc_hd__buf_2 | 2 | 10.0
sky130_fd_sc_hd__and2_1 | 6 | 37.5
sky130_fd_sc_hd__buf_6 | 2 | 22.5
[metrics by stage]
step | hold slack [ns] | setup WS [ns] | std cells | setup TNS (ns) | util [%]
final | 0.475 | 0.0450 | 184 | 0 | 39.2
after global routing | 0.521 | -0.0140 | 184 | -0.0140 | 39.2
after CTS | 0.487 | -0.0557 | 179 | -0.233 | 36.4
after detailed placement | 0.469 | 0.145 | 174 | 0 | 35.1
after global placement | 0.450 | 0.176 | 174 | 0 | 35.1
after floorplan | 0.433 | 0.501 | 97 | 0 | -
[cells in the final DEF, fill, tap and decap left out, drive strengths merged]
cell           instances
nor2                  10
ha                     5
dfxtp                 13
maj3                   1
buf                    7
nor2b                  4
a222oi                 4
clkbuf                 4
clkdlybuf4s15          2
conb                   2
xnor2                  3
or4                    1
inv                    6
nor3                   1
clkdlybuf4s50         32
dlygate4sd2            3
dlymetal6s2s           7
and2                   7
or3                    3
o21bai                 1
nand3                  1
a21oi                 10
o21ai                  9
nand2b                 2
[worst min path at each step]
stage	end	depth (start not counted)	slack, ns
6_report	SS.counter[0]	1	0.47
4_1_cts	SS.counter[0]	1	0.49
5_1_grt	SS.counter[0]	1	0.52
Power figures rest on the tool's default switching activity, not on a simulated workload.
