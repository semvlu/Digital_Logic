### design/flow/design.v
`timescale 1ns / 1ps
module clock_selector(
    input sw,
    output reg [26:0] chosen_divisor
    );
    always @(sw) begin
        chosen_divisor <= (sw) ? 5000 : 50000000;
    end
endmodule
`timescale 1ns / 1ps
module divider(
    input CLK, reset, sw,
    output chosen_clock,
    output digit_selector
    );
    wire [26:0] chosen_divisor;
    clock_selector cs(sw, chosen_divisor);
    frequency_converter clk24(CLK, reset, chosen_divisor, chosen_clock);
    frequency_converter disp(CLK, reset, 2 ** 15, digit_selector);
endmodule
`timescale 1ns / 1ps
module frequency_converter(
    input CLK, reset,
    input [26:0] divisor,
    output reg out_clock
    );
    reg [26:0] counter = 0;
    initial out_clock = 0;    
    always @(posedge CLK or posedge reset) 
    begin
        counter <= counter + 1;
        if (reset) begin
            out_clock <= 26'b0;
            counter <= 0;
        end
        else begin
            if (counter >= divisor - 1) begin
                counter <= 0;
                out_clock <= ~out_clock;
            end
        end
    end
endmodule
### design/flow/run.sh
#!/bin/bash
# OpenROAD 26Q1-2900-gdf79404cd8, Yosys 0.63+post, stock flow scripts
make -C /OpenROAD-flow-scripts/flow DESIGN_CONFIG=/design/flow/config.mk WORK_HOME=/design/flow/orfs finish
### design/flow/config.mk
export PLATFORM = sky130hd
export DESIGN_NAME = divider
export DESIGN_NICKNAME = divider
export VERILOG_FILES = /design/flow/design.v
export SDC_FILE = /design/flow/constraint.sdc
export NUM_CORES = 4
export LEC_CHECK = 1
export CORE_UTILIZATION = 30
### design/flow/constraint.sdc
current_design divider

set clk_period 3.0
set clk_io_pct 0.2

create_clock -name clk0 -period $clk_period [get_ports {CLK}]

set non_clock_inputs [all_inputs -no_clocks]
set_input_delay [expr $clk_period * $clk_io_pct] -clock clk0 $non_clock_inputs
set_output_delay [expr $clk_period * $clk_io_pct] -clock clk0 [all_outputs]
==> results_slide.txt <==
Implementation Results

Worst setup path
  • Worst r2r path cells: 7
  • Critical path arrival: 2.73 ns
  • CP top delay family: buffers and inverters
  • Reg-to-Reg End: clk24.out_clock
  • Reg2reg start: clk24.counter[17]
  • Max incr delay on CP: 0.45 ns
  • Setup slack, reg-to-reg: 0.91 ns
  • Crit end category: flip-flop
  • CP Buf/Inv Count: 3
  • CP cell instances: clkdlybuf4s50_1 -> buf_4 -> ha_1 -> nand4_1 -> nor4b_2 -> nand4_1 -> o31ai_4 -> buf_4 -> nor2_1
  • Critical path startpoint category: input pin
  • Critical path peak fanout: 13
  • Crit Path Class: in2reg
  • WP data required: 3.20 ns
  • Critical-path top delay cell: clkdlybuf4s50_1

Final timing
  • Final worst slack: 0.4762 ns
  • Clk_skew: 0.004830 ns
  • Worst-Margin Slew: 0.6044 ns
  • Relative slew slack: 59.40%
  • Tmin final: 2.524 ns
  • Hold Vio Cnt, Final: 0
  • Setup TNS: 0 ns
  • Period Utilization, post-route: 84.13%
  • Final hold slack: 0.4727 ns
  • Final Slew Violations: 0
  • Final setup violation count: 0
  • Max Clk Rate: 0.3962 GHz
  • RSZ-0062 raised after global routing: no

CTS
  • Clock Path Buffers: 2
  • Clock transition at path regs: 0.11 ns
  • PostCTS Resize Cnt: 0
  • Hold buffers post-CTS: 0
  • Worst-skew pair later-pin latency: 0.31 ns
  • Inserted Clock Buffers: 5
  • Root Buffer: clkbuf_8
  • TritonCTS clock tree: built
  • Post-CTS Setup Repair Bufs: 0
  • Clock sink total: 56
  • H-tree lvl count: 2

Detailed routing
  • WL per Instance: 11.14 um
  • Antenna cells: 0
  • Remaining DRCs: 0
  • Post-route ant nets: 0
  • Drt pass-1 iters: 4
  • Via count: 1811
  • First-iteration detailed-routing DRC count: 63
  • Vias per cell: 4.620
  • Total Wirelength: 4.366 mm

Placed design
  • Dpl hpwl: 3.121 mm
  • Setup WS pre-CTS: 0.1354 ns
  • I/O Buffers: 4
  • GPL Wtd Cong: 0.8269

GRT
  • GR Overflow Total: 0
  • Gr usage total: 10.16%
  • Largest net degree at the start of global routing: 26
  • Vias in the first global route: 1730
  • First-pass GRT wire length: 8.024 mm
  • Initial antenna violation count: 0

Yosys
  • Top cell type by total area after synthesis: dfrtp_1
  • Ranking of synthesized cells by area: dfrtp_1 50%, xor2_1 9.1%, ha_1 8.5%, nor2_1 6.7%, nand4_1 3.3%
  • Ys Warns: 3
  • Yosys cell types: 35
  • Cells after Synth: 259
  • #FFs+latches synth: 56
  • Mean Syn Cell Area: 10.82 um^2
  • Post-synthesis sequential area ratio: 50.00%
  • Top-area cell share: 50.00%
  • YS chip area: 2803 um^2
  • Cell count in the Yosys report: 259
  • Post-Syn Area: 2803 um^2

Job
  • Max cap viols: 0
  • OpenROAD warning count: 25

Floorplan
  • Row count: 34
  • Die Y: 98.66 um
  • Core ar.: 8891 um^2
  • I/O pin total: 5
  • Die W: 98.66 um
  • Fp util: 31.52%
  • Die area: 9733 um^2

Power and ir drop
  • Switch share: 23.74%
  • Sequential Power Share: 61.2%
  • Max VDD drop: 0.0003225 V
  • Switching power: 0.2968 mW
  • Comb pwr share: 3.4%
  • Share of power burned in the clock network: 35.4%
  • Total power divided by cell area: 399.0 nW/um^2
  • Leakage: 1.434 nW
  • Cell Int Power: 0.9533 mW

Layout
  • Layout Utilization: 35.24%
  • P&R area growth vs syn: 11.79%
  • Layout cells sized above 1: 8.451%

Min path
  • Hold Path End: clk24.out_clock
  • Min-delay src: clk24.out_clock
  • Hold crit path type: reg2reg
  • Hold path cells: 1

Status
  • Outcome: finished clean
## cells in the final DEF (no fill, tap or decap), types with 2 or more instances in the layout
cell type,netlist,layout
and3_1,7,7
nand2_1,14,14
conb_1,1,12
nand4_1,15,15
nor3_1,4,4
a21o_1,4,4
ha_1,19,19
inv_6,0,2
a21oi_1,3,3
nand3_1,13,13
xor2_1,29,29
nor4_4,2,2
inv_1,7,6
clkdlybuf4s50_1,0,4
xnor2_1,9,9
a31oi_1,2,2
buf_4,0,4
nor2_1,50,50
clkbuf_8,0,5
dfrtp_1,56,56
nor4_1,4,4
## worst max-delay path by stage
| stage | slack, ns | start | to | cells past startpoint |
|---|---|---|---|---|
| after CTS | 0.46 | sw | clk24.counter[24] | 9 |
| after global routing | 0.36 | sw | clk24.counter[7] | 9 |
| final | 0.48 | sw | clk24.counter[24] | 9 |
## cell usage after synthesis
| cell type | number |
|---|---|
| a21o_2 | 1 |
| a21o_1 | 4 |
| nand2_1 | 14 |
| and4_1 | 1 |
| conb_1 | 1 |
| a311oi_2 | 1 |
| nor4_1 | 4 |
| ha_1 | 19 |
| a211oi_1 | 1 |
| o211ai_2 | 1 |
| o211ai_1 | 1 |
| a31oi_1 | 2 |
| or3_1 | 1 |
| nor4b_2 | 1 |
| nand4_1 | 15 |
| and3_1 | 7 |
| buf_6 | 3 |
| nor2_1 | 50 |
| dfrtp_1 | 56 |
| nor4_4 | 2 |
| nor3_1 | 4 |
| o31ai_4 | 1 |
| a21oi_1 | 3 |
| o32ai_1 | 1 |
| a2111oi_1 | 1 |
| nor3_2 | 1 |
| and2_1 | 1 |
| xor2_1 | 29 |
| a221oi_2 | 1 |
| inv_1 | 7 |
| a41oi_1 | 1 |
| nand4_2 | 1 |
| nand3_1 | 13 |
| o21ai_0 | 1 |
| xnor2_1 | 9 |
## stage by stage
step                      cells  power [mW]  cell area, um^2
after floorplan             270      0.8068             2844
after global placement      384      0.8235             3035
after detailed placement    384      0.8245             3035
after CTS                   392       1.275             3133
after global routing        392       1.302             3133
final                       392       1.250             3133
## area by class of cell
class | count | area [um^2]
clock buffers | 5 | 68.82
multi-input cells | 204 | 1383
flip-flops and latches | 56 | 1401
repair buffers | 9 | 90.09
inverters | 7 | 26.28
well taps | 108 | 135.1
clock inverters | 3 | 28.78
fillers | 846 | 5758
## layer usage
layer	global-route usage, %	part of all wire, %	routed length [um]
met5	0	0	0
met4	1.263	1.2	51
met3	1.443	1.2	52
met2	15.82	45	1948
met1	16.05	53	2313
## registers in the layout, summed over array words and instances, names as in the netlist
register / count
clk24.counter: 27
clk24.out_clock: 1
disp.out_clock: 1
disp.counter: 27
## power by group through the flow
stage,registers [mW],clock network [mW],logic (mW)
global route,0.766,0.485,0.0508
finish,0.765,0.442,0.0430
CTS,0.765,0.465,0.0448
## cells by family (layout without fill, tap and decap cells)
logic type,Yosys count,in the layout,share of synthesized area (%)
AND/OR/NAND/NOR,115,115,21.03
flip-flops,56,56,50.00
XOR/XNOR,38,38,11.88
AND-OR/OR-AND,20,20,6.339
adder cells (fa/ha/maj),19,19,8.482
buffers and inverters,10,24,2.143
other,1,12,0.1338
Power and IR drop assume default switching activity.
